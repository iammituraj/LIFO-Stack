`flow/design.v`:
```
module stack #(
   parameter  DPT   = 4  ,          
   parameter  DW    = 32 ,          
   localparam PTRW  = $clog2(DPT)   
)(
   input  logic           clk         ,   
   input  logic           aresetn     ,   
   input  logic           i_push_en   ,   
   input  logic [DW-1:0]  i_push_data ,   
   output logic           o_full      ,   
   input  logic           i_pop_en    ,   
   output logic [DW-1:0]  o_pop_data  ,   
   output logic           o_empty         
);
logic [DW-1:0]   stack_arr [DPT];   
logic [PTRW:0]   top_ptr_ff;        
logic [PTRW-1:0] top_ptr_m1;        
logic [PTRW-1:0] wr_ptr;            
logic            push_en, pop_en;   
logic            exc_push_en, exc_pop_en;   
always_ff @(posedge clk or negedge aresetn) begin
   if (!aresetn) begin
      top_ptr_ff <= '0 ;
   end  
   else begin
      if      (exc_push_en) top_ptr_ff <= top_ptr_ff + 1 ;   
      else if (exc_pop_en)  top_ptr_ff <= top_ptr_ff - 1 ;   
   end
end
always_ff @(posedge clk) begin
   if (push_en) stack_arr[wr_ptr] <= i_push_data ;  
end
assign wr_ptr = pop_en? top_ptr_m1 : top_ptr_ff[PTRW-1:0];   
assign top_ptr_m1 = top_ptr_ff-1 ;
assign o_pop_data = stack_arr[top_ptr_m1]  ;
assign push_en     = i_push_en & ~o_full  ;   
assign pop_en      = i_pop_en  & ~o_empty ;   
assign exc_push_en =  push_en  & !pop_en  ;
assign exc_pop_en  = !push_en  &  pop_en  ; 
generate
if (2**PTRW == DPT)   
   assign o_full  = (top_ptr_ff[PTRW] == 1'b1);
else
   assign o_full  = (top_ptr_ff == DPT);
endgenerate
assign o_empty = (top_ptr_ff == 0);
endmodule
```
`flow/run.sh`:
```
#!/bin/bash
# OpenROAD 26Q1-2900-gdf79404cd8, Yosys 0.63+post, stock flow scripts
make -C /OpenROAD-flow-scripts/flow DESIGN_CONFIG=/design/flow/config.mk WORK_HOME=/design/flow/orfs finish
```
`flow/config.mk`:
```
export PLATFORM = sky130hd
export DESIGN_NAME = stack
export DESIGN_NICKNAME = stack
export VERILOG_FILES = /design/flow/design.v
export SDC_FILE = /design/flow/constraint.sdc
export NUM_CORES = 4
export LEC_CHECK = 1
export CORE_UTILIZATION = 40
```
`flow/constraint.sdc`:
```
current_design stack

set clk_period 8.9
set clk_io_pct 0.2

create_clock -name clk0 -period $clk_period [get_ports {clk}]

set non_clock_inputs [all_inputs -no_clocks]
set_input_delay [expr $clk_period * $clk_io_pct] -clock clk0 $non_clock_inputs
set_output_delay [expr $clk_period * $clk_io_pct] -clock clk0 [all_outputs]
```
==> results.rst <==
Metrics
=======

.. list-table::
   :header-rows: 1

   * - Metric
     - Value
   * - Outcome
     - complete, no violations
   * - Reg-to-Reg End
     - stack_arr[2][10]
   * - Chip Footprint
     - 12700 um^2
   * - Per-cell routed wire length
     - 18.5 um
   * - Post-synthesis chip area from yosys
     - a little under 5000 um^2
   * - Adder Area Share
     - 1.02%
   * - Reg2Reg Depth
     - 7
   * - Fraction of met1 tracks used by global routing
     - 23.9%
   * - WHS Path Cells
     - 1
   * - Dominant non-sequential cell family after synthesis
     - multiplexers
   * - List of cells traversed by the critical path
     - buf_4 -> inv_2 -> ha_2 -> buf_4 -> mux4_2 -> clkdlybuf4s50_1
   * - Xor/xnor share of the synthesized area
     - 0.891%
   * - Final setup violation count
     - 0
   * - Startpoint kind of the worst setup timing path
     - flip-flop
   * - Worst Hold Slack
     - 519 ps
   * - Complex Gates by Area
     - less than 1%
   * - Power per Cell Area
     - between 300 and 400 nW/um^2
   * - First-pass DRT Iterations
     - 4
   * - Slew margin rel.
     - approximately 53%
   * - Share of the clock period used by the worst path after layout
     - a little under three fifths
   * - Detailed placement HPWL
     - 5120 um
   * - Post-synth seq share
     - 79.8%
   * - Initial drt markers
     - about 90
   * - Post-synthesis register bit count
     - 131
   * - Area growth syn-to-layout
     - 33.0%
   * - Proportion of layout cells with a drive suffix above 1
     - 27.2%
   * - Worst reg2reg setup slack
     - 5290 ps
   * - Antenna Nets Post-Route
     - 0
   * - Maximum number of pins on one net before global-route repair
     - 37
   * - Final critical path time including I/O delays and setup
     - 4980 ps
   * - Crit path buffers/inverters
     - 4
   * - Root buffer cell
     - sky130_fd_sc_hd__clkbuf_16
   * - Worst min-delay path class
     - reg -> reg
   * - Clk buf depth
     - 2
   * - Average size of a mapped cell
     - between 20 and 25 um^2
   * - Area of the mapped netlist
     - 4910 um^2
   * - Synthesized netlist cell count
     - around 200
   * - Setup skew after layout
     - 3.65 ps
   * - Max-slew violation total from the final report
     - 0
   * - Placeable core area
     - 12000 um^2
   * - Routing usage on met3
     - 9.44%
   * - Clock Sink Count
     - 131
   * - Highest Clock Rate
     - 201 MHz
   * - Max-cap violations
     - 0
   * - Count of standard-cell rows
     - 40
   * - Type of the worst setup path
     - reg -> out
   * - Crit-path max FO
     - 36
   * - Launch instance of the worst min-delay path
     - top_ptr_ff[2]
   * - DRC Markers
     - 0
   * - Clock slew at the register clock pins of the worst setup and hold paths
     - about 50 ps
   * - Antenna diode count
     - 0
   * - Crit path max-delay family
     - buffers and inverters
   * - Count of yosys warnings during synthesis
     - 1
   * - Routed wire length
     - approximately 8400 um
   * - Total number of H-tree levels
     - 4
   * - Post-cts sizing count
     - 0
   * - Number of top-level design ports
     - 70
   * - Total negative setup slack
     - 0 ps
   * - Unrepaired setup endpoints after global routing
     - no
   * - Post-layout total power
     - 2.43 mW
   * - Die width
     - 113 um
   * - Count of fill cells added during filler insertion
     - 925
   * - Lkg Pwr
     - around 2.2 nW
   * - Worst Hold Path EP
     - top_ptr_ff[2]
   * - Final hold violation count
     - 0
   * - Gr usage total
     - 15.8%
   * - Insertion Delay late pin
     - 400 ps
   * - Overflow left after global routing
     - 0
   * - Critical-path cell with the highest stage delay
     - sky130_fd_sc_hd__buf_4
   * - Maximum VDD drop
     - around 0.0002 V
   * - Via count of the routed design
     - 2306
   * - Data required time of the worst path
     - 7120 ps
   * - Cts-stage hold buffer count
     - 0
   * - Cell seen most often among critical-path stages
     - sky130_fd_sc_hd__buf_4
   * - Number of buffers added on ports
     - approximately 70
   * - Vertical die dimension
     - around 110 um
   * - Number of global-route vias before repair
     - around 2600
   * - Yosys Instances
     - 201
   * - Worst-Margin Slew
     - 710 ps
   * - CTS tree
     - done
   * - Effective utilization at floorplan
     - 40.9%
   * - GR peak layer
     - met1
   * - Post-CTS Setup Repair Bufs
     - 0
   * - First-pass GRT wire length
     - 13500 um
   * - Number of warnings in the stage logs
     - 27
   * - Share of cell area taken by muxes after synthesis
     - ~15%
   * - Nature of the critical path endpoint
     - primary output
   * - Simple-gate area share of the yosys netlist
     - under 10%
   * - Number of CTS-inserted buffers
     - 17
   * - GR Util met2
     - 22.9%
   * - Initial antenna violation count
     - 0
   * - Count of cell types in the netlist
     - 21
   * - Vias per inst
     - 5.10
   * - CP arrival
     - 3200 ps
   * - Delay contributed by the slowest stage of the critical path
     - 570 ps
   * - Last weighted congestion value of the routability-driven placer
     - 0.761
   * - Startpoint of the worst-slack reg-to-reg timing path
     - top_ptr_ff[0]
per-layer routing:
layer	wire length, um	up-vias
met4	59	0
li1	-	1024
met5	0	-
met3	909	5
met2	4020	123
met1	3390	1154
cells in the final DEF, fill, tap and decap left out, drive strengths merged:
cell,instances
edfxtp,128
inv,5
ha,4
nor2,1
or3,1
clkbuf,18
nand2,2
o21ai,2
clkinv,3
nor4,2
nor3,1
a21oi,1
xor2,2
clkdlybuf4s50,69
mux4,32
bufinv,7
dfrtp,3
a211oi,2
xnor2,3
mux2i,1
nand2b,3
buf,11
clkinvlp,4
sequential cells by signal, summed over array words and instances (netlist names):
name        flops
stack_arr     128
top_ptr_ff      3
kinds of logic after synthesis:
kind of cell | Yosys count
xor gates and xnor gates | 5
AOI/OAI and AO/OA | 5
and+or+nand+nor | 10
buffers and inverters | 13
DFF | 131
adders and majority gates | 4
muxes | 33
worst register-to-register path: stages (launching register included):
cell	delay (ps)
sky130_fd_sc_hd__dfrtp_2	330
sky130_fd_sc_hd__buf_4	570
sky130_fd_sc_hd__inv_2	140
sky130_fd_sc_hd__ha_2	420
sky130_fd_sc_hd__buf_4	300
sky130_fd_sc_hd__or3_1	500
sky130_fd_sc_hd__a211oi_4	530
sky130_fd_sc_hd__buf_4	460
how the worst max path moves through the flow:
stage / startpoint / to / cells after the start
4_1_cts: top_ptr_ff[0] / o_pop_data[28] / 6
5_1_grt: top_ptr_ff[0] / o_pop_data[15] / 6
6_report: top_ptr_ff[0] / o_pop_data[28] / 6
metrics by stage:
| step | instances | area [um^2] | utilization [%] | worst slack (ps) |
|---|---|---|---|---|
| 2_1_floorplan | 201 | 4910 | - | 3320 |
| 3_3_place_gp | 420 | 5850 | 48.7 | 4280 |
| 3_5_place_dp | 420 | 5850 | 48.7 | 4280 |
| 4_1_cts | 452 | 6540 | 54.4 | 3830 |
| 5_1_grt | 452 | 6540 | 54.4 | 3670 |
| 6_report | 452 | 6540 | 54.4 | 3920 |
cell type report:
class                      instances  area, um^2  share of cell area [%]
clock buffer                      18         429                    6.57
clock inverter                    14         259                    3.96
inverter                           5        18.8                   0.287
multi-input combinational         57         951                    14.6
sequential                       131        3920                    60.0
tap                              147         184                    2.81
timing repair buffer              80         773                    11.8
cells in the mapped netlist:
library cell	count	area share (%)
sky130_fd_sc_hd__xnor2_1	3	0.53
sky130_fd_sc_hd__ha_1	4	1.0
sky130_fd_sc_hd__nand2b_2	1	0.18
sky130_fd_sc_hd__edfxtp_1	128	78
sky130_fd_sc_hd__a21oi_1	1	0.10
sky130_fd_sc_hd__nor4_1	2	0.25
sky130_fd_sc_hd__buf_2	4	0.41
sky130_fd_sc_hd__xor2_1	2	0.36
sky130_fd_sc_hd__nand2b_1	2	0.25
sky130_fd_sc_hd__inv_2	2	0.15
sky130_fd_sc_hd__mux2i_1	1	0.20
sky130_fd_sc_hd__or3_1	1	0.13
sky130_fd_sc_hd__dfrtp_1	3	1.5
sky130_fd_sc_hd__nand2_1	2	0.15
sky130_fd_sc_hd__inv_1	3	0.23
sky130_fd_sc_hd__a211oi_1	2	0.31
sky130_fd_sc_hd__mux4_2	32	15
sky130_fd_sc_hd__nor2_1	1	0.076
sky130_fd_sc_hd__o21ai_0	2	0.20
sky130_fd_sc_hd__nor3_1	1	0.10
sky130_fd_sc_hd__buf_6	4	0.92
power by group:
part	internal (mW)	total (mW)	leakage, nW	switching [mW]
Combinational	0.483	0.799	0.636	0.316
Clock	0.553	0.796	0.322	0.243
Sequential	0.813	0.838	1.20	0.0248
Power is estimated from default activity; no workload was simulated.
