File: flow/design.v
module call_stack #(
   parameter  DPT   = 4  ,          
   parameter  DW    = 32 ,          
   localparam PTRW  = $clog2(DPT)   
)(
   input  logic           clk         ,   
   input  logic           aresetn     ,   
   input  logic           i_push_en   ,   
   input  logic [DW-1:0]  i_push_data ,   
   output logic           o_full      ,   
   input  logic           i_pop_en    ,   
   output logic [DW-1:0]  o_pop_data  ,   
   output logic           o_empty         
);
logic [DW-1:0]   stack [DPT];       
logic [PTRW-1:0] top_ptr_ff;        
logic [PTRW-1:0] top_ptr_m1;        
logic [PTRW-1:0] wr_ptr;            
logic [PTRW:0]   count_ff;          
logic            push_en, pop_en;   
logic            exc_push_en, exc_pop_en;   
always_ff @(posedge clk or negedge aresetn) begin
   if (!aresetn) begin
      top_ptr_ff <= '0 ;
      count_ff   <= '0 ;
   end  
   else begin
      if      (exc_push_en) top_ptr_ff <= top_ptr_ff + 1 ;   
      else if (exc_pop_en)  top_ptr_ff <= top_ptr_ff - 1 ;   
      if      (exc_push_en && !o_full) count_ff <= count_ff + 1 ;   
      else if (exc_pop_en)             count_ff <= count_ff - 1 ;
   end
end
always_ff @(posedge clk) begin
   if (push_en) stack[wr_ptr] <= i_push_data ; 
end
assign wr_ptr = pop_en? top_ptr_m1 : top_ptr_ff;   
assign top_ptr_m1 = top_ptr_ff-1 ;
assign o_pop_data = stack[top_ptr_m1]  ;
assign push_en     = i_push_en           ;   
assign pop_en      = i_pop_en & ~o_empty ;   
assign exc_push_en =  push_en & !pop_en  ;
assign exc_pop_en  = !push_en &  pop_en  ; 
assign o_full  = (count_ff[PTRW] == 1'b1);   
assign o_empty = (count_ff == 0);
endmodule
File: flow/constraint.sdc
current_design call_stack

set clk_period 5.8
set clk_io_pct 0.2

create_clock -name clk0 -period $clk_period [get_ports {clk}]

set non_clock_inputs [all_inputs -no_clocks]
set_input_delay [expr $clk_period * $clk_io_pct] -clock clk0 $non_clock_inputs
set_output_delay [expr $clk_period * $clk_io_pct] -clock clk0 [all_outputs]
File: flow/config.mk
export PLATFORM = sky130hd
export DESIGN_NAME = call_stack
export DESIGN_NICKNAME = call_stack
export VERILOG_FILES = /design/flow/design.v
export SDC_FILE = /design/flow/constraint.sdc
export NUM_CORES = 4
export LEC_CHECK = 1
export CORE_UTILIZATION = 30
File: flow/run.sh
#!/bin/bash
# OpenROAD 26Q1-2900-gdf79404cd8, Yosys 0.63+post, stock flow scripts
make -C /OpenROAD-flow-scripts/flow DESIGN_CONFIG=/design/flow/config.mk WORK_HOME=/design/flow/orfs finish
==> flow_metrics.rpt <==
RUN METRICS
----------------------------------------------------
[Power]
  Total power per unit cell area ........................ 513 nW/um2
  Leakage power summed over all cells ........................ 2.15 nW
  IR Drop Worst-Case VDD ........................ 0.000261 V

[Synthesis]
  Ys flops ........................ 133
  Mux contribution to synthesized area ........................ 14.7%
  Cells in synth_stat.txt ........................ 201
  Post-synth seq share ........................ 79.8%
  Netlist cell types ........................ 27
  Share of synthesized cell area in full adder, half adder and majority cells ........................ 0.906%
  Gate count after technology mapping ........................ 201
  Yosys Warn Count ........................ 1
  Post-Synthesis Cell Area ........................ 4970 um2
  Dominant combinational cell family by area after synthesis ........................ multiplexers
  Area of the synthesized netlist per yosys stat ........................ 4970 um2
  XOR-XNOR Cells, Area Fraction ........................ 0.881%
  Avg Cell Area, Syn ........................ 24.7 um2
  Area fraction in and, or, nand and nor cells ........................ 1.38%
  Compound-gate portion of the synthesized area ........................ 0.981%

[Global route]
  Number of global-route vias before repair ........................ 2,557
  Met1 Use GR ........................ 15.0%
  Gr usage total ........................ 11.8%
  Number of antenna violations at the first check in global routing ........................ 0
  Busiest layer in global routing ........................ met2
  Maximum number of pins on one net before global-route repair ........................ 24
  Fraction of met2 tracks used by global routing ........................ 18.9%
  Wire length of the first global-routing pass ........................ 13.6 mm
  GR Util met3 ........................ 6.55%
  Aggregate global routing overflow ........................ 0

[Floorplanning]
  Site Rows ........................ 46
  Pre-Place Util ........................ 31.0%
  Core Area ........................ 16,100 um2
  Overall die width ........................ 131 um
  # IOs ........................ 70
  Die area ........................ 17,100 um2
  Die height ........................ 131 um

[Final timing]
  Fmax ........................ 260 MHz
  Unrepaired setup endpoints after global routing ........................ false
  Total negative slack for setup checks ........................ 0 ns
  Tmin final ........................ 3.84 ns
  Final Setup Violations ........................ 0
  Worst Hold Margin ........................ 0.625 ns
  Number of endpoints with negative hold slack in the final report ........................ 0
  Period utilization ........................ 66.2%
  Final count of pins violating max slew ........................ 0
  Clock skew after layout ........................ 0.00694 ns
  Slew @ Worst Pin ........................ 0.753 ns
  Worst rel slew slack ........................ 49.6%

[Status]
  Outcome ........................ complete, no violations

[Clock network]
  Clock Tree Buf Depth ........................ 2
  Clock transition at the register clock pins on the worst setup and hold paths after CTS ........................ 0.06 ns
  Level count of the clock H-tree ........................ 4
  Hold bufs inserted after CTS ........................ 0
  Clk ins delay skew pair ........................ 0.41 ns
  Buffer cell driving the clock tree root ........................ sky130_fd_sc_hd__clkbuf_16
  Num CTS Buffers ........................ 17
  Setup bufs post-CTS ........................ 0
  TritonCTS clock tree ........................ built
  Clock Sinks ........................ 133
  Post-CTS Resized ........................ 0

[Run]
  Warning total across the stage logs ........................ 26
  MaxCap Viol Count ........................ 0

[Drt]
  1st-pass router iterations ........................ 4
  Routed wire per std cell ........................ 17.1 um
  Number of remaining DRC errors ........................ 0
  Remaining antenna violation count after routing ........................ 0
  Routed vias ........................ 2,308
  Total wirelength of the detailed-routed design ........................ 8.84 mm
  Number of vias per cell after detailed routing ........................ 4.46
  Count of inserted antenna diode cells ........................ 0
  1st-iter DRT viols ........................ 129

[Placement]
  Port bufs ........................ 69
  RePlAce Congestion ........................ 0.695
  Post-Place Cells ........................ 486
  Half-perimeter wire length of the detailed placement result ........................ 5.33 mm

[Worst setup path]
  Critical path arrival ........................ 2.68 ns
  Critical path data required time ........................ 4.64 ns
  Critical register-to-register path endpoint ........................ stack[3][23]$_DFFE_PP_
  Largest driver fanout on the critical path ........................ 23
  Worst R2R Start ........................ top_ptr_ff[0]$_DFFE_PN0P_
  Start-to-end type of the worst setup path ........................ register to primary output
  R2R cell count ........................ 4
  Crit end category ........................ primary output
  Startpoint types ........................ register
  Slack of the worst reg-to-reg path ........................ 2.96 ns

[Hold path]
  Hold Path Origin ........................ count_ff[0]$_DFFE_PN0P_
  Type of the most critical hold path ........................ register to register
  End point of the most critical hold path ........................ count_ff[0]$_DFFE_PN0P_
  Hold depth ........................ 1

[Layout]
  Area added between synthesis and finish ........................ 32.9%
  Layout cells sized above 1 ........................ 26.5%
  Final cell count without fillers ........................ 518

----------------------------------------------------
-- per-layer routing --
layer / vias up / wire (um)
met3: 14 / 789
met4: 0 / 116
met1: 1164 / 3410
li1: 1033 / -
met5: - / 0
met2: 97 / 4520
-- cell type report --
type,instances,area (um2)
repair buffers,77,751
clock inverters,15,210
fillers,1391,9450
flip-flops and latches,133,3970
well taps,216,270
inverters,3,11.3
clock buffers,17,425
multi-input cells,57,972
-- report_power, final --
group,switching (W),leakage [nW],internal (W)
registers,0.000112,1.23,0.00127
logic,0.000319,0.608,0.000553
clock network,0.000374,0.308,0.000757
total,0.000805,2.15,0.00258
-- worst max-delay path, stage by stage (launching register included) --
cell,delay [ns]
sky130_fd_sc_hd__dfrtp_2,0.75
sky130_fd_sc_hd__buf_4,0.49
sky130_fd_sc_hd__mux4_2,0.59
sky130_fd_sc_hd__clkdlybuf4s50_1,0.42
-- per-stage QoR --
step / total power (W) / utilization [%] / instance area, um2 / worst slack (ns)
2_1_floorplan: 0.00182 / - / 4970 / 1.72
3_3_place_gp: 0.00230 / 37.2 / 5980 / 2.22
3_5_place_dp: 0.00231 / 37.2 / 5980 / 2.19
4_1_cts: 0.00345 / 41.2 / 6610 / 1.85
5_1_grt: 0.00357 / 41.2 / 6610 / 1.73
6_report: 0.00339 / 41.2 / 6610 / 1.96
-- synthesized netlist by cell type --
| cell | n | area [um2] |
|---|---|---|
| sky130_fd_sc_hd__dfrtp_1 | 5 | 125 |
| sky130_fd_sc_hd__fa_1 | 1 | 20.0 |
| sky130_fd_sc_hd__o31ai_4 | 1 | 21.3 |
| sky130_fd_sc_hd__o21ai_0 | 2 | 10.0 |
| sky130_fd_sc_hd__buf_6 | 2 | 22.5 |
| sky130_fd_sc_hd__mux2_2 | 1 | 11.3 |
| sky130_fd_sc_hd__buf_1 | 1 | 3.75 |
| sky130_fd_sc_hd__nor3_1 | 2 | 10.0 |
| sky130_fd_sc_hd__a21oi_1 | 2 | 10.0 |
| sky130_fd_sc_hd__buf_2 | 2 | 10.0 |
| sky130_fd_sc_hd__nand3b_1 | 1 | 7.51 |
| sky130_fd_sc_hd__nand3_1 | 1 | 5.00 |
| sky130_fd_sc_hd__nand4b_1 | 1 | 8.76 |
| sky130_fd_sc_hd__nand2_1 | 1 | 3.75 |
| sky130_fd_sc_hd__clkbuf_1 | 1 | 3.75 |
| sky130_fd_sc_hd__nor2_1 | 1 | 3.75 |
| sky130_fd_sc_hd__or3_2 | 1 | 7.51 |
| sky130_fd_sc_hd__mux4_2 | 32 | 721 |
| sky130_fd_sc_hd__or4b_2 | 1 | 10.0 |
| sky130_fd_sc_hd__ha_1 | 2 | 25.0 |
| sky130_fd_sc_hd__o211ai_1 | 1 | 7.51 |
| sky130_fd_sc_hd__inv_1 | 3 | 11.3 |
| sky130_fd_sc_hd__xnor2_1 | 3 | 26.3 |
| sky130_fd_sc_hd__buf_4 | 2 | 15.0 |
| sky130_fd_sc_hd__nor3b_2 | 1 | 12.5 |
| sky130_fd_sc_hd__xor2_1 | 2 | 17.5 |
| sky130_fd_sc_hd__edfxtp_1 | 128 | 3840 |
-- cell families (layout without fill, tap and decap cells) --
family                     Yosys count  in the layout
AOI/OAI and AO/OA                    6              6
xor gates and xnor gates             5              5
adders and majority gates            3              3
buffers and inverters               11            112
DFF                                133            133
muxes                               33             33
and+or+nand+nor                     10             10
-- registers in the layout (all words and copies together) (netlist names) --
register and flops:
stack 128, count_ff 3, top_ptr_ff 2
-- how the worst max path moves through the flow --
stage | start | endpoint | slack (ns) | cells past startpoint
after CTS | top_ptr_ff[0]$_DFFE_PN0P_ | o_pop_data[6] | 1.85 | 3
after global routing | top_ptr_ff[0]$_DFFE_PN0P_ | o_pop_data[30] | 1.73 | 3
final | top_ptr_ff[0]$_DFFE_PN0P_ | o_pop_data[6] | 1.96 | 3
-- placed cells by master, fill, tap and decap left out, types with 3 or more instances in the layout --
master	instances
sky130_fd_sc_hd__dfrtp_1	3
sky130_fd_sc_hd__clkbuf_16	17
sky130_fd_sc_hd__inv_1	3
sky130_fd_sc_hd__edfxtp_1	128
sky130_fd_sc_hd__bufinv_16	5
sky130_fd_sc_hd__clkdlybuf4s50_1	69
sky130_fd_sc_hd__xnor2_1	3
sky130_fd_sc_hd__buf_4	8
sky130_fd_sc_hd__mux4_2	32
sky130_fd_sc_hd__clkinv_2	4
Power is estimated from default activity; no workload was simulated.
